==> /design/flow/design.v <==
`timescale 1ns / 1ps
module RF(rs1, rs2, rd, data_in, out1, out2, we, clk);
	input we, clk;
	input [4:0] rs1;
	input [4:0] rs2;
	input [4:0] rd;
	input[31:0] data_in;
	output reg [31:0] out1;
	output reg [31:0] out2;
	reg 	[31:0] rf [31:0];
	integer i;
	initial begin
		for (i = 0; i < 32; i = i + 1) begin
			rf[i] = 32'b0;
		end
	end
	always @(posedge clk) begin
		rf[0] <= 32'b0;
		if (we && rd != 0) begin 
			rf[rd] <= data_in;
			if (rs1 == rd && rd != 0) out1 <= data_in;
			else out1 <= rf[rs1];
			if (rs2 == rd && rd != 0) out2 <= data_in;
			else out2 <= rf[rs2];
		end
		else begin
			out1 <= rf[rs1];
			out2 <= rf[rs2];
		end 
	end
endmodule 
==> /design/flow/run.sh <==
#!/bin/bash
# OpenROAD 26Q1-2900-gdf79404cd8, Yosys 0.63+post, stock flow scripts
make -C /OpenROAD-flow-scripts/flow DESIGN_CONFIG=/design/flow/config.mk WORK_HOME=/design/flow/orfs finish
==> /design/flow/config.mk <==
export PLATFORM = sky130hd
export DESIGN_NAME = RF
export DESIGN_NICKNAME = RF
export VERILOG_FILES = /design/flow/design.v
export SDC_FILE = /design/flow/constraint.sdc
export NUM_CORES = 4
export LEC_CHECK = 1
export CORE_UTILIZATION = 30
==> /design/flow/constraint.sdc <==
current_design RF

set clk_period 7.4
set clk_io_pct 0.2

create_clock -name clk0 -period $clk_period [get_ports {clk}]

set non_clock_inputs [all_inputs -no_clocks]
set_input_delay [expr $clk_period * $clk_io_pct] -clock clk0 $non_clock_inputs
set_output_delay [expr $clk_period * $clk_io_pct] -clock clk0 [all_outputs]
==> qor.yml <==
cp_num_cells: 6
dieArea_mm2: 0.170
cp.buffers_inverters: 2
synth_flops: 1088
finalSetupViolCount: 0
initCoreUtil_pct: 30.2
wirelength_per_cell_um: 26.6
antenna_violations_before_repair: 4
postLayoutSetupSlackWorst_ns: 3.30
drive_above_1_share_pct: 12.4
xor_share_pct: 0.173
post-route-period-util_pct: 55.4
outcome: "finished clean"
die_width_um: 412
drt_iter0_markers: 2035
totalNegativeSetupSlack_ns: 0
detailedPlacementHpwl_um: 89000
crit_start: "rd[3]"
cts_root_buffer: "clkbuf_16"
final_core_utilization_pct: 34.8
htree_num_levels: 3
cp_data_arrival_time_ns: 4.48
ctsLongestPathBuffers: 3
die_y_um: 412
end_kind: "flop"
max_slew_margin_pct: 39.2
worst-slew-pin-transition_ns: 0.909
most-common-layout-cells: "mux2i_1, edfxtp_1, a22oi_1"
grt_setup_unrepaired: "false"
synth_cell_types: 33
sequential_cell_area_mm2: 0.0317
period_minus_slack_ns: 4.10
area.growth.synth_to_final_pct: 15.1
power_leakage_nw: 20.8
cts.sinks: 1088
path_class: "in2reg"
max_clock_freq_mhz: 244
area.combinational_mm2: 0.0176
most_instantiated_logic_cell_after_routing: "mux2i_1"
openroad.warnings: 26
cpPeakStageDelay_ns: 0.75
groute.usage.overall_pct: 18.6
total_power_w: 0.0139
cts_hold_buffers: 0
synth.yosys.chip_area_mm2: 0.0505
clk_pin_slew_ns: 0.06
insertion_delay_of_the_later_clocked_pin_in_the_worst_skew_pair_ns: 0.74
finalHoldViolations: 0
grt_start_max_net_pins: 88
ir_worst_vdd_v: 0.000197
core_area_mm2: 0.167
holdCritPathClass: "reg2reg"
firstDrtPassIters: 5
dp_worst_setup_slack_ns: 2.58
setup.worst_path.end: "rf[20][22]"
via_per_inst: 5.41
rr_endpoint: "out2[17]"
grt_first_pass_wirelength_um: 218000
maxCapViolations: 0
mux_share_pct: 20.3
antenna_left: 0
yosys.area_share.aoi_pct: 12.4
count_of_fill_cells_added_during_filler_insertion: 15740
routed-via-count: 30853
fin_skew_ns: 0.0304
worst_ep_required_ns: 7.78
post-route-drc-count: 0
io-pin-count: 113
antenna-diode-count: 0
ys_seq_share_pct: 62.8
syn-cell-area_mm2: 0.0505
r2r_cells: 5
globalRoute.totalOverflow: 0
detail_route.wirelength_um: 152000
io_buffer_count: 112
worst_setup_path_start_kind: "input port"
worst_r2r_startpoint: "rf[25][17]"
critical_path.top_delay_family: "simple AND/OR/NAND/NOR gates"
postSynthAreaPerCell_um2: 15.3
post-cts-setup-buffer-count: 0
netlist_instances: 3289
number_of_global_route_vias_before_repair: 32149
power_density_mw_per_mm2: 240
synthesis.yosys.warnings: 1
r2r_setup_slk_ns: 5.36
ys_sh_adder_pct: 0
synth.comb.largest_family: "multiplexers"
worst-path-max-fanout: 17
yosysCellCount: 3289
numCtsBuffers: 109
cp_cell_sequence: "clkdlybuf4s50_1 -> or3_4 -> o31ai_4 -> or3_1 -> nor2_4 -> buf_4"
synth_simple_gate_area_share_pct: 1.17
post_cts_resized: 0
cell_with_the_largest_stage_delay_on_the_worst_path: "clkdlybuf4s50_1"
drv_slew: 0
cts_tree: "built"
rows: 150
finalWeightedCongestion: 0.871
-- cells in the mapped netlist --
library cell	n	area share [%]
buf_6	40	0.89
o22ai_1	64	0.79
buf_8	2	0.059
and2_1	2	0.025
nand3b_1	5	0.074
dfxtp_1	96	3.8
nand2_1	66	0.49
or2_2	2	0.025
buf_1	13	0.097
mux2i_1	1024	20
nand2b_1	4	0.050
o31ai_4	1	0.042
nand3_1	4	0.040
edfxtp_1	992	59
a221oi_1	128	2.2
xnor2_1	6	0.10
o41ai_2	64	2.1
nor2b_1	4	0.050
a22o_1	128	2.2
a21oi_1	128	1.3
clkbuf_2	1	0.0099
a22oi_1	256	3.8
buf_2	37	0.37
conb_1	1	0.0074
clkbuf_1	126	0.94
xor2_1	4	0.069
nor2_1	33	0.25
clkbuf_4	16	0.24
or3_4	1	0.022
or3b_2	3	0.052
nor4_4	2	0.084
or3_1	1	0.012
buf_4	35	0.52
-- worst min-delay path, delay by kind of cell, from the launching register on --
kind | cells | cell delay, ns
muxes | 1 | 0.12
AOI/OAI and AO/OA | 3 | 0.33
DFF | 1 | 0.31
-- flip-flops by register name, indices dropped and copies added, names as in the netlist --
| signal | flops |
|---|---|
| rf | 1024 |
| out1 | 32 |
| out2 | 32 |
-- kinds of logic after synthesis --
logic type	Yosys count
XOR/XNOR	10
AND-OR/OR-AND	769
multiplexers	1024
flip-flops	1088
other	1
AND/OR/NAND/NOR	127
buffers and inverters	270
-- metrics by stage --
step                instance area [um2]  instances  hold WS (ns)
finish                            58100       5704         0.801
global route                      58100       5704         0.848
CTS                               58100       5704         0.803
detailed placement                54400       5501         0.786
global placement                  54400       5501         0.786
floorplan                         50600       3320         0.749
-- report_power, final --
part | internal [W] | total [W] | switching, W | leakage (nW)
Combinational | 0.000502 | 0.00123 | 0.000732 | 9.17
Sequential | 0.00683 | 0.00692 | 0.0000927 | 9.75
Clock | 0.00337 | 0.00576 | 0.00239 | 1.87
Total | 0.0107 | 0.0139 | 0.00322 | 20.8
-- worst min-delay path by stage --
| stage | from | endpoint | cells past startpoint |
|---|---|---|---|
| CTS | rf[0][30] | out2[30] | 4 |
| global route | rf[0][11] | out1[11] | 4 |
| finish | rf[0][30] | out2[30] | 4 |
-- per-layer routing --
metal | track usage, % | vias up | wire (um) | part of all wire [%]
li1 | - | 13656 | - | -
met1 | 22.8 | 15361 | 56000 | 37
met2 | 28.3 | 1608 | 70700 | 47
met3 | 11.4 | 222 | 20700 | 14
met4 | 4.63 | 6 | 4360 | 2.9
met5 | 0.396 | - | 88 | 0.058
-- final cells by class --
class / count / area share, %
sequential: 1088 / 54.6
tap: 2204 / 4.75
clock inverter: 65 / 1.35
clock buffer: 138 / 5.11
multi-input combinational: 1962 / 30.3
timing repair buffer: 247 / 3.91
Power is estimated from default activity; no workload was simulated.
