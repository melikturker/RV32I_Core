`/design/flow/constraint.sdc`:
```
current_design Forwarding_Unit

set clk_period 36.0
set clk_io_pct 0.2

create_clock -name clk0 -period $clk_period

set non_clock_inputs [all_inputs -no_clocks]
set_input_delay [expr $clk_period * $clk_io_pct] -clock clk0 $non_clock_inputs
set_output_delay [expr $clk_period * $clk_io_pct] -clock clk0 [all_outputs]
```
`/design/flow/design.v`:
```
module Forwarding_Unit( ALU_EX, ALU_MEM, data_WB, PC_EX, PC_MEM, PC_4_EX, PC_4_MEM, U_imm_EX, U_imm_MEM, U_imm_WB,
								rd_EX, rd_MEM, rd_WB, rs1_EX, rs2_EX, rs1_ID, rs2_ID,
								RF_sel_MEM, we_reg_MEM, we_reg_WB,
								FU_out1, FU_out2, sel1, sel2,
								is_load_EX, is_load_MEM, stall, is_bubble_EX, rst);
    input is_bubble_EX;  
		input [31:0] ALU_EX, ALU_MEM, data_WB, PC_EX, PC_MEM, PC_4_EX, PC_4_MEM, U_imm_EX, U_imm_MEM, U_imm_WB;
		input [2:0] RF_sel_MEM;
		input [4:0] rd_EX, rd_MEM, rd_WB, rs1_EX, rs2_EX, rs1_ID, rs2_ID;
		input is_load_EX, is_load_MEM, rst;
		input we_reg_MEM, we_reg_WB;
		output reg [31:0] FU_out1, FU_out2;
		output reg sel1, sel2, stall;
		always @(*) begin
			sel1 = 1'b0;
			sel2 = 1'b0;
			FU_out1 = 32'b0;
			FU_out2 = 32'b0;
			stall = 1'b0;
			if(!rst) begin
				if (is_load_EX && !is_bubble_EX && rd_EX != 5'b0) begin
					if (rd_EX == rs1_ID || rd_EX == rs2_ID) begin
						stall = 1'b1;
					end
				end
				if (rs1_EX != 5'b0) begin  
					if (rs1_EX == rd_MEM && we_reg_MEM && rd_MEM != 5'b0) begin
						if (!is_load_MEM) begin 
							sel1 = 1'b1;
							case(RF_sel_MEM)
								3'b000: FU_out1 = ALU_MEM;
								3'b010: FU_out1 = U_imm_MEM;
								3'b011: FU_out1 = PC_4_MEM;
								3'b100: FU_out1 = PC_MEM + U_imm_MEM;
								3'b101: FU_out1 = 32'b0;
								3'b110: FU_out1 = 32'hffffffff;
								default: FU_out1 = 32'b0;
							endcase
						end
					end
					else if (rs1_EX == rd_WB && we_reg_WB && rd_WB != 5'b0) begin
						sel1 = 1'b1;
						FU_out1 = data_WB;
					end
				end
				if (rs2_EX != 5'b0) begin  
					if (rs2_EX == rd_MEM && we_reg_MEM && rd_MEM != 5'b0) begin
						if (!is_load_MEM) begin
							sel2 = 1'b1;
                            if (RF_sel_MEM == 3'b000) begin
                                FU_out2 = ALU_MEM;
                            end
                            else if (RF_sel_MEM == 3'b010) FU_out2 = U_imm_MEM;
                            else if (RF_sel_MEM == 3'b011) FU_out2 = PC_4_MEM;
                            else if (RF_sel_MEM == 3'b100) FU_out2 = PC_MEM + U_imm_MEM;
                            else if (RF_sel_MEM == 3'b101 || RF_sel_MEM == 3'b111) FU_out2 = 32'b0;
                            else if (RF_sel_MEM == 3'b110) FU_out2 = 32'hffffffff;
                            else begin
                                FU_out2 = 32'b0;
                            end
						end
					end
					else if (rs2_EX == rd_WB && we_reg_WB && rd_WB != 5'b0) begin
						sel2 = 1'b1;
						FU_out2 = data_WB;
					end
				end
			end
	end
endmodule
```
`/design/flow/run.sh`:
```
#!/bin/bash
# OpenROAD 26Q1-2900-gdf79404cd8, Yosys 0.63+post, stock flow scripts
make -C /OpenROAD-flow-scripts/flow DESIGN_CONFIG=/design/flow/config.mk WORK_HOME=/design/flow/orfs finish
```
`/design/flow/config.mk`:
```
export PLATFORM = sky130hd
export DESIGN_NAME = Forwarding_Unit
export DESIGN_NICKNAME = Forwarding_Unit
export VERILOG_FILES = /design/flow/design.v
export SDC_FILE = /design/flow/constraint.sdc
export NUM_CORES = 4
export LEC_CHECK = 1
export CORE_AREA = 10 10 172 172
export DIE_AREA = 0 0 182 182
```
==> impl_metrics.py <==
# Generated from Yosys and OpenROAD reports
metrics = {
    "pwr": {
        "combPwrFrac": 1.000,
        "p_per_area_nw_per_um2": 11.9,
        "irDropWorstVdd_uv": 5.32,
        "p_leak_nw": 2.45,
        "pwr-share-clk": 0,
        "switching_power_uw": 41.6,
        "p_sw_frac": 0.496,
        "power_frac_seq": 0,
        "p_int_uw": 42.3,
    },
    "final_timing": {
        "whs_ns": 15.34,
        "fin_setup_tns_ns": 0,
        "final-setup-viol-count": 0,
        "rsz0062_at_grt": "false",
        "fin_crit_sh": 0.508,
        "timing.slew.headroom": 0.523,
        "max_freq_mhz": 54.7,
        "finalCriticalPeriod_ns": 18.28,
        "final.setup.worst_slack_ns": 17.72,
        "drv_slew": 0,
        "tightest_slew_ns": 0.714,
        "hold_viol": 0,
    },
    "die": {
        "num_rows": 59,
        "fp_util": 0.155,
        "dieWidth_um": 182,
        "coreArea_um2": 25900,
        "ios": 431,
        "dieArea_um2": 33100,
        "die_y_um": 182,
    },
    "critical_path": {
        "endpoint": "FU_out1[30]",
        "worstSetupPathType": "input port to output pin",
        "path_buffers": 3,
        "crit_arrival_ns": 11.08,
        "critPathSlowestCell": "a31oi_1",
        "crit_cells": 13,
        "cp_cell_sequence": "clkdlybuf4s50_1 > ha_1 > inv_1 > fa_1 > nor2b_1 > o2111a_1 > o31ai_1 > a31oi_1 > o2111ai_1 > a21o_1 > a31oi_1 > o21ai_0 > clkdlybuf4s50_1",
        "cp-end-kind": "output pin",
        "start_kind": "input port",
        "max_stage_delay_ns": 0.57,
        "crit_path_start": "U_imm_MEM[0]",
        "crit_fanout": 6,
        "cp_data_required_time_ns": 28.80,
        "cp_top_family": "AND-OR/OR-AND gates",
    },
    "global_routing": {
        "grtUsageTotal": 0.146,
        "grt_pass1_wl_mm": 37.7,
        "grt_max_degree": 68,
        "antenna_found_initial": 2,
        "grt_pass1_vias": 6027,
        "overflow": 0,
    },
    "synth": {
        "aoi_share": 0.447,
        "synth_top_area_share": 0.101,
        "synth_cell_type_count": 58,
        "area_leaders": "o21ai_0 10%, ha_1 9.7%, xnor2_1 7.2%, a22oi_1 7.1%, nor2_1 6.1%",
        "ys_cells": 633,
        "netlist_instances": 633,
        "ys_seq_share": 0,
        "yosys.area.top_type": "o21ai_0",
        "fa_ha_area_frac": 0.102,
        "yosysWarnings": 1,
        "yosys-stat-area_um2": 4010,
        "yosysMostFrequentCell": "o21ai_0",
        "synthesis.area_um2": 4010,
        "simple_gate_area_frac": 0.238,
        "syn_avg_cell_area_um2": 6.34,
        "top_cells_by_count": "81 x o21ai_0, 65 x nor2_1, 50 x nand2_1, 44 x a21oi_1, 39 x clkbuf_1",
        "logic_family": "AND-OR/OR-AND gates",
        "synth.area.mux_share": 0.0449,
        "yosys.area_share.xor_xnor": 0.111,
    },
    "cells_and_area": {
        "nClkBuffers": 0,
        "fillers": 2824,
        "seq_cells": 0,
        "drive_gt1_frac": 0.0311,
        "regArea_um2": 0,
        "syn2layout_area_growth_pct": 75.6,
    },
    "placement": {
        "globalplace.congestion": 0.896,
        "dp_hpwl_mm": 21.7,
        "post-place-ws_ns": 17.70,
        "io_buffers": 271,
    },
    "clocking": {
        "cts-resized-gates": 0,
        "hold_buffers": 0,
        "post_cts_buffers": 0,
    },
    "detailed_routing": {
        "drt_iter0_drc": 291,
        "wl_per_cell_um": 21.1,
        "ant_nets": 0,
        "dr.pass1.iters": 7,
        "dr_total_vias": 5738,
        "drc_errors": 0,
        "drt_wl_total_mm": 25.4,
        "vias_per_cell": 4.77,
    },
    "job": {
        "drv_cap": 0,
        "warning_count": 192,
    },
    "min_path": {
        "worstHoldPathType": "input port to output pin",
    },
    "outcome": {
        "outcome": "finished, final reports clean",
    },
}
cell usage in the layout (no fill, tap or decap), types with 5 or more instances in the layout:
master and instances:
ha_1 31, inv_1 11, and2_1 5, clkdlybuf4s50_1 270
and3_1 5, a31oi_1 5, o21ai_0 81, a211oi_1 21
buf_4 10, a22oi_1 38, or3_1 6, xnor2_1 33
mux2i_1 18, nand2_1 50, xor2_1 18, or4_1 7
o211ai_1 11, o21a_1 10, nand3_1 19, nand2b_1 6
nor3_1 11, a22o_1 6, nor2_1 63, nand4_1 8
o221ai_1 6, a21oi_1 44, a21o_1 17, nor2b_1 6
worst min path at each step:
| stage | slack, ns | from | cells after the start | end |
|---|---|---|---|---|
| 4_1_cts | 15.34 | RF_sel_MEM[2] | 6 | FU_out1[0] |
| 6_report | 15.34 | RF_sel_MEM[2] | 6 | FU_out1[0] |
| 5_1_grt | 15.39 | RF_sel_MEM[2] | 6 | FU_out1[0] |
power by group through the flow:
stage	clock network [mW]	logic (mW)	registers, mW
after CTS	0	0.0843	0
after global routing	0	0.0922	0
final	0.00000000372	0.0839	0
cells by family (layout without fill, tap and decap cells):
| logic type | after synthesis | in the layout |
|---|---|---|
| other | 0 | 1 |
| AND/OR/NAND/NOR | 200 | 200 |
| XOR/XNOR | 51 | 51 |
| adder cells (fa/ha/maj) | 32 | 32 |
| multiplexers | 18 | 18 |
| buffers and inverters | 57 | 292 |
| AND-OR/OR-AND | 275 | 275 |
layout make-up:
type                            instances  area, µm²  area share
Antenna cell                            1       2.50    0.000355
Inverter                               11       41.3     0.00586
Tap cell                              335        419      0.0595
Timing Repair Buffer                  281       2780       0.395
Multi-Input combinational cell        576       3800       0.539
routing by layer:
layer | wire length, µm | GRT usage | part of all wire
met5 | 13 | 0 | 0.00051
met4 | 280 | 0.0140 | 0.011
met3 | 1730 | 0.0297 | 0.068
met2 | 12300 | 0.250 | 0.48
met1 | 11100 | 0.192 | 0.44
stage by stage:
stage	std cells	utilization	instance area, µm²	total power [mW]
4_1_cts	1203	0.272	7050	0.0843
5_1_grt	1203	0.272	7050	0.0922
3_3_place_gp	1203	0.272	7050	0.0836
6_report	1204	0.272	7050	0.0839
3_5_place_dp	1203	0.272	7050	0.0839
2_1_floorplan	633	-	4010	0.0419
Power is estimated from default activity; no workload was simulated.
