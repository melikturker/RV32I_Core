<file path="./config.mk">
export PLATFORM = sky130hd
export DESIGN_NAME = D_mem
export DESIGN_NICKNAME = D_mem
export VERILOG_FILES = /design/flow/design.v
export SDC_FILE = /design/flow/constraint.sdc
export NUM_CORES = 4
export LEC_CHECK = 1
export CORE_UTILIZATION = 30
export SYNTH_MEMORY_MAX_BITS = 65536
</file>
<file path="./constraint.sdc">
current_design D_mem

set clk_period 47.4
set clk_io_pct 0.2

create_clock -name clk0 -period $clk_period [get_ports {clk}]

set non_clock_inputs [all_inputs -no_clocks]
set_input_delay [expr $clk_period * $clk_io_pct] -clock clk0 $non_clock_inputs
set_output_delay [expr $clk_period * $clk_io_pct] -clock clk0 [all_outputs]
</file>
<file path="./design.v">
`timescale 1ps / 1ps
module D_mem(address, data_in, data_out, we, clk);
	input we, clk;
	input [31:0] address;
	input [31:0] data_in;
	output reg [31:0] data_out;   
	reg [31:0] Memory[511:0]  ;  
	wire is_ram  = (address < 32'h00000800);  
	always @(posedge clk) begin
		if (we && is_ram) begin
			Memory[address[31:2]] <= data_in;
		end
	end
	always @(*) begin
		if (is_ram) begin
			data_out = Memory[address[31:2]];
		end else begin
			data_out = 32'h0;
		end
	end
endmodule
</file>
<file path="./run.sh">
#!/bin/bash
# OpenROAD 26Q1-2900-gdf79404cd8, Yosys 0.63+post, stock flow scripts
make -C /OpenROAD-flow-scripts/flow DESIGN_CONFIG=/design/flow/config.mk WORK_HOME=/design/flow/orfs finish
</file>
==> flow_summary.json <==
{
  "topCellsByArea": "edfxtp_1 79%, mux4_2 12%, mux2i_1 2.7%",
  "grt_use_total_pct": 18.5,
  "drive_above_1_share_pct": 26.7,
  "powerDensity_nw_per_um2": 41.1,
  "htreeDepth": 7,
  "ios": 98,
  "dp_slack_ps": 17830,
  "min_path_type": "in2reg",
  "ant_nets": 0,
  "edf_count": 16400,
  "cp_max_fo": 70,
  "totalNegativeSetupSlack_ps": 0,
  "synth_chip_area_um2": 625000,
  "die_w_mm": 1.45,
  "postCtsSetupBuffers": 0,
  "cts_buffers": 1624,
  "route.detailed.drc": 0,
  "final_hold_viol_count": 0,
  "die_h_mm": 1.45,
  "vias": 304000,
  "hold_buffers": 0,
  "max_slew_margin_pct": -18.4,
  "async_flop_share_pct": 0,
  "hp-start": "data_in[5]",
  "finalCriticalPeriod_ps": 29320,
  "antenna_found_initial": 150,
  "hold_path_end": "Memory[8][5]",
  "syn_area_per_cell_um2": 22.2,
  "start_kind": "input port",
  "cts-root-buf": "clkbuf_16",
  "syn_inst": 28200,
  "clkSinkCount": 16400,
  "synthDistinctLibCells": 64,
  "synth_top_flop_cell": "edfxtp_1",
  "maxCapViolCount": 2,
  "fp_util_pct": 30.1,
  "grt_pass1_vias": 336000,
  "maxSlewViolCount": 12,
  "routedWlPerCell_um": 30.9,
  "die-area_um2": 2090000,
  "rsz0062_at_grt": "no",
  "top_area_cell": "edfxtp_1",
  "hold_path_depth": 1,
  "violations": "max-capacitance violations, max-slew violations",
  "worstSetupPathType": "in2out",
  "area_growth_pct": 15.5,
  "drtIter0Drc": 20800,
  "gp_congestion": 0.910,
  "required_ps": 37920,
  "port_buffers": 95,
  "grt_max_degree": 143,
  "synth_flops": 16400,
  "rows": 529,
  "vias_per_cell": 5.14,
  "p_leak_nw": 221,
  "ir_drop_uv": 34.0,
  "status": "finished, violations left",
  "warnings": 38,
  "ys_warn_count": 1,
  "finalCritPeriodShare_pct": 61.9,
  "core_um2": 2080000,
  "critPathCaptureType": "output pin",
  "critPathArrivalTime_ps": 19840,
  "dr.pass1.iters": 7,
  "grt_overflow": 0,
  "max_slew.worst_pin.slew_ps": 1760,
  "synth_seq_share_pct": 78.8,
  "dpl.hpwl_mm": 1070,
  "largest_reg_flops": 16400,
  "cts_tree": "done",
  "ctsResizeCount": 0,
  "syn_area_um2": 625000,
  "cts.clk_slew.worst_paths_ps": 60,
  "post-route-util_pct": 34.8,
  "grt_pass1_wl_mm": 2520,
  "wl_mm": 1820,
  "yosys-stat-cells": 28200,
  "synth.top_cell.area_share_pct": 78.8,
  "clockBufferDepth": 6,
  "fmax_ghz": 0.0341,
  "setup_slack_ps": 18080,
  "finalSetupViolCount": 0
}
## placed cells by master, fill, tap and decap left out, drive strengths merged, types with 564 or more instances in the layout
| cell | netlist | routed |
|---|---|---|
| nor2 | 564 | 564 |
| a21oi | 660 | 660 |
| clkinv | 2 | 707 |
| o21ai | 606 | 606 |
| clkbuf | 766 | 1946 |
| edfxtp | 16400 | 16400 |
| a22oi | 1013 | 1013 |
| buf | 877 | 1746 |
| mux4 | 3392 | 3392 |
| mux2i | 1671 | 1671 |
## how the worst max path moves through the flow
stage / start / endpoint / slack [ps] / cells after the start
4_1_cts: address[2] / data_out[23] / 17820 / 21
5_1_grt: address[2] / data_out[20] / 17080 / 20
6_report: address[2] / data_out[23] / 18080 / 21
## cell usage after synthesis, types with 263 or more instances
| master | instances |
|---|---|
| a21oi_1 | 660 |
| a22oi_1 | 1013 |
| buf_2 | 458 |
| clkbuf_1 | 765 |
| edfxtp_1 | 16400 |
| mux2_2 | 314 |
| mux2i_1 | 1671 |
| mux4_2 | 3392 |
| nand2_1 | 416 |
| nor2_1 | 564 |
| o21ai_0 | 606 |
| o22ai_1 | 263 |
## report_power, final
group          leakage, nW  internal [mW]  switching [mW]  total (mW)
Clock                 24.6           7.09            5.34        12.4
Sequential             147           15.9   0.00000000424        15.9
Combinational         49.4          0.427           0.889        1.32
## per-layer routing
layer | track usage (%) | routed length (um) | vias up
li1 | - | - | 124000
met1 | 16.0 | 487000 | 152000
met2 | 26.2 | 808000 | 24600
met4 | 6.98 | 85400 | 283
met5 | 5.19 | 14200 | -
met3 | 20.2 | 429000 | 3605
## cells by family (layout without fill, tap and decap cells)
logic type / Yosys count / count (layout) / synth area share, %
and+or+nand+nor: 1562 / 1562 / 1.14
AOI/OAI and AO/OA: 3196 / 3196 / 3.34
muxes: 5377 / 5377 / 15.5
other: 0 / 311 / 0
buffers and inverters: 1654 / 4674 / 1.29
DFF: 16400 / 16400 / 78.8
## stage by stage
stage                     cells  power, mW  hold WS (ps)  area, um2
after floorplan           28200       16.9          9580     625000
after global placement    55900       17.5          9890     671000
after detailed placement  55900       17.5          9900     671000
after CTS                 58800       29.8          8430     721000
after global routing      59000       30.5          8470     722000
final                     59100       29.7          8510     722000
## area by class of cell
| class | count | area (um2) |
|---|---|---|
| diodes | 311 | 778 |
| clock buffers | 1946 | 42200 |
| clock inverters | 916 | 8150 |
| fillers | 187000 | 1350000 |
| inverters | 11 | 70.1 |
| multi-input cells | 10100 | 130000 |
| flip-flops and latches | 16400 | 492000 |
| well taps | 27600 | 34500 |
| repair buffers | 1801 | 14400 |
## worst max-delay path, stage by stage
cell and delay [ps]:
buf_16 420, buf_4 690, buf_4 590, buf_4 550, buf_4 540, buf_4 630, buf_12 500, buf_4 710
buf_4 530, buf_4 580, buf_4 630, buf_4 650, mux4_2 590, a22oi_1 190, o21ai_0 190, o21ai_0 620
buf_4 250, and3_1 160, a31oi_1 90, buf_4 220, clkdlybuf4s50_1 430
No activity file was given, so power comes from the tool's default toggle rates.
